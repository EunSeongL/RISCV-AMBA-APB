### design/flow/run.sh
#!/bin/bash
# OpenROAD 26Q1-2900-gdf79404cd8, Yosys 0.63+post, stock flow scripts
make -C /OpenROAD-flow-scripts/flow DESIGN_CONFIG=/design/flow/config.mk WORK_HOME=/design/flow/orfs finish
### design/flow/config.mk
export PLATFORM = sky130hd
export DESIGN_NAME = GPIO_Periph
export DESIGN_NICKNAME = GPIO_Periph
export VERILOG_FILES = /design/flow/design.v
export SDC_FILE = /design/flow/constraint.sdc
export NUM_CORES = 4
export LEC_CHECK = 1
export CORE_UTILIZATION = 40
### design/flow/constraint.sdc
current_design GPIO_Periph

set clk_period 1.4
set clk_io_pct 0.2

create_clock -name clk0 -period $clk_period [get_ports {PCLK}]

set non_clock_inputs [all_inputs -no_clocks]
set_input_delay [expr $clk_period * $clk_io_pct] -clock clk0 $non_clock_inputs
set_output_delay [expr $clk_period * $clk_io_pct] -clock clk0 [all_outputs]
### design/flow/design.v
`timescale 1ns / 1ps
module GPIO_Periph(
    input  logic        PCLK,
    input  logic        PRESET,
    input  logic [ 3:0] PADDR,
    input  logic        PWRITE,
    input  logic        PENABLE,
    input  logic [31:0] PWDATA,
    input  logic        PSEL,
    output logic [31:0] PRDATA,
    output logic        PREADY,
    inout  logic [ 7:0] gpio
    );
    logic [ 7:0] cr;
    logic [ 7:0] odr;
    logic [ 7:0] idr;
    APB_SlaveIntf_GPIO U_APB_SlaveIntf_GPIO (.*);
    GPIO U_GPIO(.*);
endmodule
module APB_SlaveIntf_GPIO (
    input  logic        PCLK,
    input  logic        PRESET,
    input  logic [ 3:0] PADDR,
    input  logic        PWRITE,
    input  logic        PENABLE,
    input  logic [31:0] PWDATA,
    input  logic        PSEL,
    output logic [31:0] PRDATA,
    output logic        PREADY,
    output logic [ 7:0] cr,
    output logic [ 7:0] odr,
    input  logic [ 7:0] idr
    );
    logic [31:0] slv_reg0, slv_reg1, slv_reg2;
    assign cr = slv_reg0;
    assign odr = slv_reg2;
    always_ff @(posedge PCLK or posedge PRESET) begin
        if(PRESET) begin
            slv_reg0 <= 32'd0;
            slv_reg1 <= 32'd0;
            slv_reg2 <= 32'd0;
        end
        else begin
            PREADY <= 1'b0;
            if(PSEL && PENABLE) begin
                PREADY <= 1'b1;
                if(PWRITE) begin
                    case (PADDR[3:2])
                        2'd0: slv_reg0 <= PWDATA;
                        2'd1: ; 
                        2'd2: slv_reg2 <= PWDATA;
                        2'd3: ; 
                    endcase
                end
                else begin
                    case (PADDR[3:2])
                        2'd0: PRDATA <= slv_reg0;
                        2'd1: PRDATA <= idr;
                        2'd2: PRDATA <= slv_reg2;
                        2'd3: ; 
                    endcase
                end
            end
        end
    end
endmodule
module GPIO (
    input  logic [7:0] cr,
    input  logic [7:0] odr,
    output logic [7:0] idr,
    inout  logic [7:0] gpio
);
    genvar i;
    generate
        for(i = 0; i < 8; i++) begin
            assign gpio[i] =  cr[i] ? odr[i] : 1'bz;
            assign idr[i]  = ~cr[i] ? gpio[i] : 1'bz;
        end    
    endgenerate
endmodule
==> GITHUB_STEP_SUMMARY <==
### Metrics collected by this job

| Metric | Value |
|---|---|
| Status | aborted with a tool error |
| Stage where the flow stopped | 4_1_cts |
| First reported error | [error] [KeplerFormal.cpp:679] Workflow failed: Iso has multiple drivers: .gpio0, gpio[0]$_DFFE_PP0P_.Q0 |
| H-tree level count | 3 |
| Syn_area_per_cell | 14.8 um^2 |
| Post-synthesis share of cell area spent on and, or, nand and nor gates | 5.02% |
| Register bit total from synthesis | 97 |
| Yosys stat area | 4210 um^2 |
| I/O pin cnt | 82 |
| Total cell area at the placement stage | 5280 um^2 |
| Width of the die | 105 um |
| I/O Buffers | 71 |
| Number of warnings printed during yosys synthesis | 3 |
| Area fraction in full adders, half adders and majority gates | 1.19% |
| Setup Buffers After CTS | 3 |
| Xor-xnor portion of the synthesized cell area | 0% |
| Number of cells upsized or downsized after cts | 47 |
| Number of buffers inserted during clock tree synthesis | 9 |
| Post-synthesis cell area | 4210 um^2 |
| Proportion of register bits with asynchronous set or reset after synthesis | 66.0% |
| Count of hold buffers inserted by post-cts repair | 0 |
| Dominant flop cell | sky130_fd_sc_hd__dfrtp_1 |
| Mux share | 22.5% |
| Cell total after placement | 499 |
| EDFF count, synth | 33 |
| Synth cell types | 18 |
| Share of the core filled by cells before placement | 41.0% |
| Seq/Total Area, Yosys | 61.6% |
| AND-OR/OR-AND Cells, Area Fraction | 4.04% |
| Clock sink count | 97 |
| # rows | 37 |
| Max Root-Sink Buffers | 2 |
| Yosys Instances | 285 |
| Number of cells produced by synthesis | 285 |
| Detail Placement HPWL | 5130 um |
| RD Place Congestion | 0.768 |
| Cell at the root of the clock tree | sky130_fd_sc_hd__clkbuf_8 |
| DIE HEIGHT | 105 um |
| Main logic family after synthesis | multiplexers |
kinds of logic after synthesis:
| logic type | count (synthesis) |
|---|---|
| AOI/OAI and AO/OA | 32 |
| adders and majority gates | 4 |
| buffers and inverters | 51 |
| DFF | 97 |
| muxes | 64 |
| and+or+nand+nor | 37 |
through the flow:
step           setup TNS (ps)  setup slack, ps  util [%]  total power [mW]
3_5_place_dp           -59990             -523      51.3              4.84
2_1_floorplan          -17970             -553         -              4.42
3_3_place_gp           -58390             -502      51.3              4.80
synth_stat cells, types with 2 or more instances:
library cell,instances,share of area (%)
sky130_fd_sc_hd__dfrtp_1,64,38
sky130_fd_sc_hd__mux2_4,60,21
sky130_fd_sc_hd__inv_1,35,3.1
sky130_fd_sc_hd__edfxtp_1,33,24
sky130_fd_sc_hd__nand3_1,24,2.9
sky130_fd_sc_hd__o21ai_0,24,2.9
sky130_fd_sc_hd__nand2_1,8,0.71
sky130_fd_sc_hd__o22ai_1,8,1.2
sky130_fd_sc_hd__buf_6,6,1.6
sky130_fd_sc_hd__clkbuf_1,5,0.45
sky130_fd_sc_hd__ha_1,4,1.2
sky130_fd_sc_hd__mux2_2,4,1.1
sky130_fd_sc_hd__buf_1,3,0.27
sky130_fd_sc_hd__buf_2,2,0.24
sky130_fd_sc_hd__nand4_4,2,1.0
Power and IR drop assume default switching activity.
