===== flow/design.v =====
`timescale 1ns / 1ps
module GPI_Periph(
    input  logic        PCLK,
    input  logic        PRESET,
    input  logic [ 2:0] PADDR,
    input  logic        PWRITE,
    input  logic        PENABLE,
    input  logic [31:0] PWDATA,
    input  logic        PSEL,
    output logic [31:0] PRDATA,
    output logic        PREADY,
    input  logic [ 7:0] gpi
);
    logic [ 7:0] cr;
    logic [ 7:0] idr;
    APB_SlaveIntf_GPI U_APB_SlaveIntf_GPI (.*);
    GPI U_GPI(.*);
endmodule
module APB_SlaveIntf_GPI (
    input  logic        PCLK,
    input  logic        PRESET,
    input  logic [ 2:0] PADDR,
    input  logic        PWRITE,
    input  logic        PENABLE,
    input  logic [31:0] PWDATA,
    input  logic        PSEL,
    output logic [31:0] PRDATA,
    output logic        PREADY,
    output logic [ 7:0] cr,
    input  logic [ 7:0] idr
    );
    logic [31:0] slv_reg0, slv_reg1;
    assign cr  = slv_reg0;
    always_ff @(posedge PCLK or posedge PRESET) begin
        if(PRESET) begin
            slv_reg0 <= 32'd0;
            slv_reg1 <= 32'd0;
        end
        else begin
            PREADY <= 1'b0;
            if(PSEL && PENABLE) begin
                PREADY <= 1'b1;
                if(PWRITE) begin
                    case (PADDR[2])
                        2'd0: slv_reg0 <= PWDATA;
                        2'd1: ; 
                    endcase
                end
                else begin
                    case (PADDR[2])
                        2'd0: PRDATA <= slv_reg0;
                        2'd1: PRDATA <= idr;
                    endcase
                end
            end
        end
    end
endmodule
module GPI (
    input  logic [ 7:0] cr,
    output logic [ 7:0] idr,
    input  logic [ 7:0] gpi
);
    genvar i;
    generate
        for(i = 0; i < 8; i++) begin
            assign idr[i] = cr[i] ? gpi[i] : 1'bz;
        end
    endgenerate
endmodule

===== flow/run.sh =====
#!/bin/bash
# OpenROAD 26Q1-2900-gdf79404cd8, Yosys 0.63+post, stock flow scripts
make -C /OpenROAD-flow-scripts/flow DESIGN_CONFIG=/design/flow/config.mk WORK_HOME=/design/flow/orfs finish

===== flow/config.mk =====
export PLATFORM = sky130hd
export DESIGN_NAME = GPI_Periph
export DESIGN_NICKNAME = GPI_Periph
export VERILOG_FILES = /design/flow/design.v
export SDC_FILE = /design/flow/constraint.sdc
export NUM_CORES = 4
export LEC_CHECK = 1
export CORE_UTILIZATION = 50

===== flow/constraint.sdc =====
current_design GPI_Periph

set clk_period 1.8
set clk_io_pct 0.2

create_clock -name clk0 -period $clk_period [get_ports {PCLK}]

set non_clock_inputs [all_inputs -no_clocks]
set_input_delay [expr $clk_period * $clk_io_pct] -clock clk0 $non_clock_inputs
set_output_delay [expr $clk_period * $clk_io_pct] -clock clk0 [all_outputs]

==> qor.yml <==
synthesis:
  synth-area-yosys_um2: 2590
  yosys-dominant-comb-family: "multiplexers"
  ys_sh_xor: 0
  ys_types: 12
  area_leaders: "edfxtp_1 38%, dfrtp_1 31%, mux2_4 17%"
  yosys.area_share.aoi: 0
  syn_area_um2: 2590
  fa_ha_area_frac: 0
  avgSynthCellArea_um2: 18.7
  ys_cells: 139
  top_cell_area_share: 0.382
  postSynthSeqShare: 0.691
  ys_sh_simple: 0.0724
  ys_ff: 65
  yosys_warnings: 2
  ys_sh_mux: 0.217
  syn_inst: 139
  synth_area_leader_cell: "edfxtp_1"
worst_setup_path:
  cpPeakStageDelay_ns: 0.49
  crit_chain: "clkdlybuf4s50_1"
  critPathRequiredTime_ns: 1.44
  path_delay_family: "buffers and inverters"
  cp-startpoint: "U_APB_SlaveIntf_GPI.PRDATA[26]"
  path_max_fanout: 1
  critPathSlowestCell: "clkdlybuf4s50_1"
  critPathArrivalTime_ns: 1.17
  end_kind: "output pin"
  reg2reg_from: "U_APB_SlaveIntf_GPI.slv_reg0[4]"
  path_class: "reg2out"
  cp-start-kind: "register"
  critPathBufInv: 1
floorplan:
  die_y_um: 74.0
  ios: 81
  dieWidth_um: 74.0
  row_count: 25
  initial_core_util: 0.535
  core_area_um2: 4850
  dieArea_um2: 5480
clock_network:
  insertion_delay_ns: 0.33
  hold_buffers: 0
  h-tree-depth: 3
  root_buffer: "clkbuf_8"
  cts_buffer_depth: 2
  cts_tree: "done"
  post_cts_resized: 0
  cts_buffers: 9
  cts_sinks: 65
  cts_setup_buffers: 0
  path_clk_slew_ns: 0.06
sta:
  worst_pin_slew_ns: 0.411
  fmax_mhz: 654
  skew_ns: 0.00646
  setup_violations: 0
  max-slew-margin-rel: 0.726
  rsz0062_at_grt: "false"
  finalMaxSlewViolations: 0
  tns_ns: 0
  finalClockPeriodUsage: 0.849
  hold_violations: 0
  fin_crit_ns: 1.53
detailed_routing:
  n_antenna_cell: 0
  wirelength_um: 4620
  avgViaCountPerCell: 4.81
  drtIter0Drc: 23
  vias: 1457
  drtPass1Iterations: 2
  antenna_left: 0
  wl_per_cell_um: 15.2
  drc: 0
global_routing:
  grt.total_usage: 0.203
  antenna_found_initial: 0
  grt_pass1_vias: 1545
  grt_pass1_wl_um: 7580
  overflow: 0
  grt_max_degree: 33
place:
  portBuffers: 78
  dp_hpwl_um: 3000
  gp_congestion: 0.752
  dpl_cell_area_um2: 3530
status:
  status: "finished, final reports clean"
pwr:
  powerDensity_nw_per_um2: 960
  p_leak_uw: 0.00156
  ir_worst_vdd_mv: 0.617
  p_total_uw: 3570
hold_path:
  hp-start: "U_APB_SlaveIntf_GPI.slv_reg0[24]"
  hold_path_class: "reg2reg"
run:
  drv_cap: 0
  warnings: 28
layout:
  drive_above_1_share: 0.284
  final_cell_mix: "78 x clkdlybuf4s50_1, 33 x edfxtp_1, 32 x dfrtp_1"
  syn_to_final_growth_pct: 43.6
  lay_top_count: "clkdlybuf4s50_1"
  final_util: 0.768
  stdcell_area_um2: 3720
==> stage by stage <==
step	setup WS (ns)	instances	hold WS [ns]
final	0.272	303	0.502
after global routing	0.221	303	0.511
after CTS	0.231	303	0.505
after detailed placement	0.0138	287	0.488
after global placement	0.0517	287	0.481
after floorplan	0.0184	139	0.471
==> sequential cells by signal, summed over array words and instances, names as in the netlist <==
signal	count
U_APB_SlaveIntf_GPI.PRDATA	32
U_APB_SlaveIntf_GPI.PREADY	1
U_APB_SlaveIntf_GPI.slv_reg0	32
==> path summary, 6_finish.rpt <==
check / endpoint / slack [ns] / depth (start not counted)
worst min register to register: U_APB_SlaveIntf_GPI.slv_reg0[24] / 0.50 / 1
min in group asynchronous: U_APB_SlaveIntf_GPI.slv_reg0[27] / 0.56 / 3
max in group asynchronous: U_APB_SlaveIntf_GPI.slv_reg0[16] / 0.93 / 3
worst min-delay path: U_APB_SlaveIntf_GPI.slv_reg0[24] / 0.50 / 1
worst max register to register: U_APB_SlaveIntf_GPI.PRDATA[4] / 0.91 / 1
worst max-delay path: PRDATA[26] / 0.27 / 1
==> where the power goes <==
part,switching (uW),total (uW),internal [uW],leakage [uW]
clock,524,1190,667,0.000102
combinational,132,531,399,0.000771
sequential,86.2,1850,1770,0.000689
total,742,3570,2830,0.00156
==> cells in the mapped netlist, drive strengths merged <==
cell	n
mux2	40
buf	4
nor2b	24
edfxtp	33
clkbuf	2
dfrtp	32
inv	1
and2	1
nor3b	1
nand4b	1
==> logic make-up (layout without fill, tap and decap cells) <==
group,count (synthesis),after routing
flip-flops,65,65
multiplexers,40,40
AND/OR/NAND/NOR,27,27
buffers and inverters,7,104
==> per-layer routing <==
layer	GRT usage	up-vias	wire, um	part of all wire
li1	-	679	-	-
met1	0.300	713	1830	0.40
met2	0.326	60	2340	0.51
met3	0.0769	5	393	0.085
met4	0.0192	0	56	0.012
met5	0	-	0	0
==> area by class of cell <==
type | instances | area [um^2]
multi-input combinational | 67 | 762
fill | 291 | 1130
clock buffer | 10 | 138
clock inverter | 6 | 57.6
inverter | 1 | 3.75
tap | 67 | 83.8
sequential | 65 | 1790
timing repair buffer | 87 | 886
No activity file was given, so power comes from the tool's default toggle rates.
